### design/flow/design.v
module crc_gen_p #(
    parameter DW = 8,            
    parameter CW = 8,            
    parameter POLY = 8'h07       
) (
    input  logic [DW-1:0]   din,     
    input  logic [CW-1:0]   crc_in,  
    output logic [CW-1:0]   crc_out  
);
    localparam ALGORITHM = 1;
    generate
    if (ALGORITHM == 1) begin:algorithm_1
        logic [CW-1:0] lfsr_init;
        logic [DW-1:0] data_remaining;
        if (DW == CW) begin
            assign lfsr_init = din ^ crc_in;
            assign data_remaining = 0;
        end
        else if (DW < CW) begin
            assign lfsr_init = {din, {(CW-DW){1'b0}}} ^ crc_in;
            assign data_remaining = 0;
        end
        else if (DW > CW) begin
            assign lfsr_init = din[DW-1:DW-CW] ^ crc_in;
            assign data_remaining = {din[DW-CW-1:0], {(DW-CW){1'b0}}};
        end
        lfsr_galois_p #(
            .D_WIDTH(DW),
            .WIDTH(CW),
            .DIR("MSB"),
            .POLY(POLY)
        )
        u_lfsr_galois_p(
            .lfsr_in(lfsr_init),
            .data(data_remaining),
            .lfsr_out(crc_out)
        );
    end: algorithm_1
    if (ALGORITHM == 2) begin
        logic [CW-1:0] crc_state[DW:0];
        genvar i;
        assign crc_state[0] = crc_in;
        for (i = 1; i <= DW; i = i + 1) begin
            assign crc_state[i] = next_crc(crc_state[i-1], din[DW-i]);
        end
        assign crc_out = crc_state[DW];
        function automatic [CW-1:0] next_crc;
            input [CW-1:0]  crc_input;
            input           data_input;
            logic           xor_bit;
            xor_bit = data_input ^ crc_input[CW-1];
            next_crc = (crc_input << 1) ^ (POLY & {CW{xor_bit}});
        endfunction
    end
    endgenerate
endmodule
module lfsr_galois_p #(
    parameter D_WIDTH = 16,      
    parameter WIDTH = 16,        
    parameter DIR = "MSB",       
    parameter POLY = 16'h6801    
) (
    input  logic [WIDTH-1:0]    lfsr_in,     
    input  logic [D_WIDTH-1:0]  data,        
    output logic [WIDTH-1:0]    lfsr_out     
);
    logic [WIDTH-1:0] lfsr_state[D_WIDTH:0];
    genvar i;
    generate
        assign lfsr_state[0] = lfsr_in;
        for (i = 1; i <= D_WIDTH; i = i + 1) begin
            assign lfsr_state[i] = next_lfsr(lfsr_state[i-1], data[D_WIDTH-i]);
        end
    endgenerate
    assign lfsr_out = lfsr_state[D_WIDTH];
    function automatic [WIDTH-1:0] next_lfsr;
        input [WIDTH-1:0] lfsr_input;
        input             data_input;
        if (DIR == "LSB") begin: shift_lsb
            if (lfsr_input[0]) begin
                next_lfsr = {data_input, {lfsr_input[WIDTH-1:1]}} ^ (POLY >> 1);
            end
            else begin
                next_lfsr = {data_input, {lfsr_input[WIDTH-1:1]}};
            end
        end
        if (DIR == "MSB") begin: shift_msb
            if (lfsr_input[WIDTH-1]) begin
                next_lfsr = {{lfsr_input[WIDTH-2:0]}, data_input} ^ POLY;
            end
            else begin
                next_lfsr = {{lfsr_input[WIDTH-2:0]}, data_input};
            end
        end
    endfunction
endmodule
### design/flow/constraint.sdc
current_design crc_gen_p

set clk_period 2.8
set clk_io_pct 0.2

create_clock -name clk0 -period $clk_period

set non_clock_inputs [all_inputs -no_clocks]
set_input_delay [expr $clk_period * $clk_io_pct] -clock clk0 $non_clock_inputs
set_output_delay [expr $clk_period * $clk_io_pct] -clock clk0 [all_outputs]
### design/flow/config.mk
export PLATFORM = sky130hd
export DESIGN_NAME = crc_gen_p
export DESIGN_NICKNAME = crc_gen_p
export VERILOG_FILES = /design/flow/design.v
export SDC_FILE = /design/flow/constraint.sdc
export NUM_CORES = 4
export LEC_CHECK = 1
export CORE_AREA = 10 10 70 70
export DIE_AREA = 0 0 80 80
### design/flow/run.sh
#!/bin/bash
# OpenROAD 26Q1-2900-gdf79404cd8, Yosys 0.63+post, stock flow scripts
make -C /OpenROAD-flow-scripts/flow DESIGN_CONFIG=/design/flow/config.mk WORK_HOME=/design/flow/orfs finish
==> impl_metrics.csv <==
group,metric,value,unit
outcome,outcome,"finished clean",
final_timing,slew_headroom,76.3,%
detailed_routing,drt-total-wl,853,um
floorplanning,ios,24,
power,ir_drop,0.0789,mV
placement,place_congestion,0.772,
synthesis,synth.distinct_cells,2,
finish,clock_buffers,0,
synthesis,ys_area,184,um2
floorplanning,rows,21,
power,total_power,188,uW
finish,regArea,0,um2
finish,nFlopsAndLatches,0,
detailed_routing,final_antenna_net_count,0,
global_routing,grt-ovfl-total,0,
synthesis,ys_cells,21,
critical_path,slowest_delay,490,ps
final_timing,hold_viol_final,0,
finish,fin_area,609,um2
global_routing,antenna_found_initial,0,
critical_path,path_cells,"clkdlybuf4s50_1 > xnor2_1 > buf_4 > xor2_2 > xnor2_1 > clkdlybuf4s50_1",
power,p_per_area,309,nW/um2
run,warning_count,32,
critical_path,crit_path_start_kind,"input port",
placement,io_buffers,24,
floorplanning,die_y,80,um
critical_path,critical_path_class,"in -> out",
critical_path,path_max_fanout,2,
detailed_routing,drc,0,
final_timing,max_freq,372,MHz
floorplanning,die_x,80,um
finish,drive_gt1_share,28.8,%
final_timing,whs,1840,ps
critical_path,critical_path_required,2240,ps
final_timing,finalSetupViolCount,0,
critical_path,critPathArrivalTime,2130,ps
detailed_routing,first_pass_iters,2,
detailed_routing,wl_per_cell,8.70,um
critical_path,end_kind,"primary output",
final_timing,worst_pin_slew,353,ps
hold_path,worstHoldPathType,"in -> out",
synthesis,yosys_warnings,2,
finish,stdcell_count,98,
synthesis,top_cell_area_share,71.4,%
detailed_routing,drt_iter0_drc,2,
final_timing,fin_crit_sh,96.1,%
finish,area_growth,231,%
finish,finish.utilization,17.8,%
cts,cts_hold_buf,0,
synthesis,synth_cells,21,
global_routing,grt_max_degree,4,
synthesis,top_cells_by_area,"xnor2_1 (71%), xor2_1 (29%)",
synthesis,top_area_cell,"xnor2_1",
detailed_routing,vias,242,
synthesis,ys_seq_share,0,%
global_routing,grt_pass1_wl,1300,um
final_timing,period_needed,2690,ps
floorplanning,initial_utilization,5.38,%
synthesis,synth_area,184,um2
critical_path,cp_slowest_cell,"clkdlybuf4s50_1",
placement,dpl_cell_area,519,um2
floorplanning,core_area,3420,um2
detailed_routing,diodes,0,
detailed_routing,viasPerCell,2.47,
synthesis,postSynthAreaPerCell,8.76,um2
final_timing,slew_viol_final,0,
power,p_leak,0.267,nW
run,max_cap_viol_count,0,
global_routing,grt_pass1_vias,272,
synthesis,yosysMostFrequentCell,"xnor2_1",
placement,dpl.cell_count,96,
global_routing,grt.total_usage,2.47,%
synthesis,yosys-top-cells-count,"xnor2_1 (15), xor2_1 (6)",
floorplanning,dieArea,6400,um2
## kinds of logic after synthesis
family | synth area share, %
xor gates and xnor gates | 100
## what timing repair did
action,in CTS,in global routing
setup endpoints to repair,2,7
setup buffers,0,2
endpoints found under the hold margin,0,0
gates resized,1,13
pin swaps,1,4
## metal layers
layer	vias to the layer above	global-route usage (%)	wire [um]
li1	122	-	-
met1	101	2.97	390
met2	19	3.85	320
met3	0	1.59	142
met4	0	0	0
met5	-	0	0
## final timing paths
kind                    endpoint  startpoint  depth (start not counted)  slack [ps]
worst min-delay path  crc_out[0]      din[6]                          6        1840
worst max-delay path  crc_out[5]      din[4]                          6         110
## per-stage QoR
step	TNS (ps)	worst slack, ps
2_1_floorplan	0	1060
3_3_place_gp	-24.9	-14.6
3_5_place_dp	-81.5	-44.0
4_1_cts	0	3.36
5_1_grt	-33.5	-26.0
6_report	0	109
## cell type report
cell class / count / area [um2]
fill: 390 / 2810
multi-input combinational: 21 / 244
tap: 46 / 57.6
timing repair buffer: 31 / 308
## worst max-delay path: cells and delay by family
kind	cells	cell delay [ps]
buffers and inverters	3	1110
xor gates and xnor gates	3	460
## where the power goes
group | total [mW] | internal, mW | switching, mW
clock | 0 | 0 | 0
sequential | 0 | 0 | 0
combinational | 0.188 | 0.133 | 0.0559
total | 0.188 | 0.133 | 0.0559
## cell usage in the layout (no fill, tap or decap)
| cell type | synthesis | routed |
|---|---|---|
| buf_4 | 0 | 7 |
| dlymetal6s2s_1 | 0 | 6 |
| xnor2_1 | 15 | 11 |
| xor2_1 | 6 | 2 |
| xor2_2 | 0 | 4 |
| xnor2_2 | 0 | 4 |
| clkdlybuf4s50_1 | 0 | 18 |
Power figures rest on the tool's default switching activity, not on a simulated workload.
