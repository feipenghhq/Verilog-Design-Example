===== config.mk =====
export PLATFORM = sky130hd
export DESIGN_NAME = ecc_hamming_decoder
export DESIGN_NICKNAME = ecc_hamming_decoder
export VERILOG_FILES = /design/flow/design.v
export SDC_FILE = /design/flow/constraint.sdc
export NUM_CORES = 4
export LEC_CHECK = 1
export CORE_AREA = 10 10 70 70
export DIE_AREA = 0 0 80 80

===== design.v =====
module ecc_hamming_decoder #(
    parameter D = 4,         
    parameter DW = D,        
    parameter C = 7,         
    parameter SECDED = 1,    
    parameter P = C - D,     
    parameter CW = DW + P    
) (
    input  logic [CW-1:0]   codeword,
    input  logic            extra_parity,
    output logic [DW-1:0]   dout,
    output logic            error_single_bit,
    output logic            error_double_bit,
    output logic [P-1:0]    syndrome
);
    logic [D-1:0]   data;
    logic [P-1:0]   parity;
    logic           parity_error;
    logic           error;
    logic [C-1:0]   correction_mask;
    logic [C-1:0]   codeword_corrected;
    logic [C/2:0]   syndrome_xor_bits[P-1:0];    
    always @(*) begin
        for (int i = 0; i < P; i = i + 1) begin
            parity[i] = codeword[(1 << i)-1];
        end
    end
    int idx_d;
    always @(*) begin
        idx_d = 0;
        for (int i = 1; i <= C; i = i + 1) begin
            if (!$onehot(i)) begin
                data[idx_d] = codeword[i-1];
                idx_d = idx_d + 1;
            end
        end
    end
    int idx_s;
    always @(*) begin
        for (int i = 1; i <= P; i = i + 1) begin
            idx_s = 0;
            for (int j = 1; j <= C; j = j + 1) begin
                if (j[i-1] == 1) begin
                    syndrome_xor_bits[i-1][idx_s] = codeword[j-1];
                    idx_s = idx_s + 1;
                end
            end
        end
    end
    always @(*) begin
        for (int i = 0; i < P; i = i + 1) begin
            syndrome[i] = ^ syndrome_xor_bits[i];
        end
    end
    assign parity_error = (^codeword) ^ extra_parity;
    assign error = |syndrome;                         
    assign error_single_bit = error & parity_error;   
    assign error_double_bit = error & ~parity_error;  
    assign correction_mask = error_single_bit ? ((1 << syndrome) >> 1): '0;
    assign codeword_corrected = codeword ^ correction_mask;
    int idx_i;
    always @(*) begin
        idx_i = 0;
        for (int i = 1; i <= C; i = i + 1) begin
            if (!$onehot(i)) begin
                dout[idx_i] = codeword_corrected[i-1];
                idx_i = idx_i + 1;
            end
        end
    end
endmodule

===== run.sh =====
#!/bin/bash
# OpenROAD 26Q1-2900-gdf79404cd8, Yosys 0.63+post, stock flow scripts
make -C /OpenROAD-flow-scripts/flow DESIGN_CONFIG=/design/flow/config.mk WORK_HOME=/design/flow/orfs finish

===== constraint.sdc =====
current_design ecc_hamming_decoder

set clk_period 3.4
set clk_io_pct 0.2

create_clock -name clk0 -period $clk_period

set non_clock_inputs [all_inputs -no_clocks]
set_input_delay [expr $clk_period * $clk_io_pct] -clock clk0 $non_clock_inputs
set_output_delay [expr $clk_period * $clk_io_pct] -clock clk0 [all_outputs]

==> out/qor_table.md <==
| Result | This run |
|:---|:---|
| Result of the run | complete, no violations |
| Remaining antenna violation count | 0 |
| Pins Over Slew Limit | 0 |
| Type of the most critical hold path | in -> out |
| Largest stage delay on the critical path | 0.54 ns |
| Total of max-cap violations | 0 |
| Seq share, synth | 0 |
| Final design instance area without fill | 490 um^2 |
| Total Die Area | 6400 um^2 |
| Average wire length per cell after detail routing | 9.16 um |
| Crit path cell chain | clkdlybuf4s50_1 -> xor2_2 -> xnor2_2 -> nand4b_1 -> xnor2_1 -> clkdlybuf4s50_1 |
| Io pins | 17 |
| Critical path arrival | 2.61 ns |
| Detailed Place HPWL | 732 um |
| First-pass GRT wire length | 1.19 mm |
| Die span in x | 80 um |
| Power density over cell area | 247 nW/um^2 |
| Destination of the worst hold path | dout[0] |
| Source of the worst hold timing path | codeword[2] |
| Cells after DPL | 90 |
| Top cells, area | sky130_fd_sc_hd__xnor2_1 (52%), sky130_fd_sc_hd__nand4b_1 (13%), sky130_fd_sc_hd__xor2_1 (8.6%), sky130_fd_sc_hd__xor2_2 (8.0%), sky130_fd_sc_hd__o21ai_0 (7.4%) |
| Total wire length | 824 um |
| Cell with the most instances on the worst path | sky130_fd_sc_hd__clkdlybuf4s50_1 |
| Y dimension of the die | 80 um |
| Instance tally after logic synthesis | 26 |
| Number of buffers inserted by post-CTS setup repair | 0 |
| Routability congestion estimate from global placement | 0.686 |
| Count of final setup violators | 0 |
| Peak clock frequency supported by timing | 0.304 GHz |
| Via count of the first global-routing pass | 252 |
| Post-CTS Hold Fix Bufs | 0 |
| Slew at the pin closest to its max-slew limit | 0.358 ns |
| Fraction of synthesized cell area taken by the top area cell type | 0.515 |
| Detailed route wirelength on metal2 | 517 um |
| Endpoint required time on the critical path | 2.72 ns |
| Number of cells in the finished layout apart from fillers | 90 |
| Worst path top cell family by delay | buffers and inverters |
| Number of design rule violations left after detail routing | 0 |
| Cell Area, Placed | 439 um^2 |
| Clock buffer count | 0 |
| Number of rows in the core area | 21 |
| WHS Path Cells | 3 |
| Count of warning messages emitted by the tools | 33 |
| Largest fanout of any net on the critical path | 9 |
| LEAKAGE | 0.159 nW |
| Number of library cell types mapped by synthesis | 9 |
| Synth-to-layout area growth | 140% |
| Final hold viol count | 0 |
| Final core utilization | 0.144 |
| Fp util | 0.0597 |
| Storage cell area | 0 um^2 |
| Number of flip-flops and latches | 0 |
| Cell area after technology mapping | 204 um^2 |
| Post-Synthesis Mean Instance Area | 7.84 um^2 |
| Crit. path cell count | 6 |
| Synth top cell by count | sky130_fd_sc_hd__xnor2_1 |
| Largest net degree at the start of global routing | 10 |
| Cell type contributing the most total cell area after synthesis | sky130_fd_sc_hd__xnor2_1 |
| Gr usage total | 0.0224 |
| Number of buffers and inverters on the critical path | 2 |
| Vias after detailed routing | 244 |
| Antenna violations before repair | 0 |
| Category of the worst setup path launch point | primary input |
| Slew HR | 0.759 |
| Amount of wire on met3 after detailed routing | 37 um |
| Antenna Cells | 0 |
| WS Path Type | in -> out |
| Share of cells above drive strength 1 | 0.159 |
| Peak supply drop | 0.0000590 V |
| Post-layout period usage of the worst path | 0.969 |
| Vias/cell | 2.71 |
| Worst Setup End Kind | output pin |
| Cell types with the highest counts after synthesis | sky130_fd_sc_hd__xnor2_1 (12), sky130_fd_sc_hd__nand4b_1 (3), sky130_fd_sc_hd__o21ai_0 (3) |
| Sum of overflow across all layers after global routing | 0 |
| Count of routing violations after the opening detailed-route iteration | 1 |
| Final min period | 3.29 ns |
| Crit path max-delay cell type | sky130_fd_sc_hd__clkdlybuf4s50_1 |
| 1st-pass router iterations | 2 |
| Yosys synthesis warning count | 2 |
| Area inside the core boundary | 3420 um^2 |
| Port Buffers | 17 |
| Post-Route M1 WL | 270 um |
| Chip area line of the yosys report | 204 um^2 |
| Number of cells in Yosys stat | 26 |
| Uppermost signal routing layer after detailed routing | met3 |
[logic make-up after synthesis]
logic type,Yosys count,synth area share
compound gates,3,0.0736
simple gates,8,0.245
xor+xnor,15,0.681
[worst max path at each step]
stage           start      end  slack [ns]
4_1_cts   codeword[2]  dout[0]      -0.003
5_1_grt   codeword[4]  dout[3]       -0.02
6_report  codeword[4]  dout[0]        0.11
[stage by stage]
| stage | TNS, ns | setup slack (ns) | power (mW) | hold WS [ns] |
|---|---|---|---|---|
| after floorplan | 0 | 1.22 | 0.0441 | 1.39 |
| after global placement | -0.00222 | -0.00222 | 0.113 | 2.37 |
| after detailed placement | 0 | 0.00888 | 0.114 | 2.37 |
| after CTS | -0.00320 | -0.00320 | 0.114 | 2.37 |
| after global routing | -0.0404 | -0.0220 | 0.133 | 2.20 |
| final | 0 | 0.106 | 0.121 | 2.14 |
[cell usage in the layout, fill, tap and decap left out]
cell,count
sky130_fd_sc_hd__nand2_1,2
sky130_fd_sc_hd__clkdlybuf4s50_1,16
sky130_fd_sc_hd__xor2_4,1
sky130_fd_sc_hd__xor2_2,2
sky130_fd_sc_hd__o21ai_0,3
sky130_fd_sc_hd__nand4_1,1
sky130_fd_sc_hd__nor2_1,1
sky130_fd_sc_hd__xnor2_1,9
sky130_fd_sc_hd__xnor2_2,3
sky130_fd_sc_hd__buf_4,1
sky130_fd_sc_hd__nand2b_1,1
sky130_fd_sc_hd__dlymetal6s2s_1,1
sky130_fd_sc_hd__nand4b_1,3
[area by class of cell]
type / count / area (um^2)
fill: 394 / 2930
timing repair buffer: 18 / 180
multi-input combinational: 26 / 253
tap: 46 / 57.6
[repair_timing]
item                                   CTS  global route
gates resized                            0             7
setup endpoints to repair                1             6
endpoints found under the hold margin    0             0
pin swaps                                0             1
[layer usage]
metal  track usage  up-vias
li1              -      126
met2        0.0514        5
met4             0        0
met5             0        -
met3       0.00455        0
met1        0.0192      113
[report_power, final]
group          leakage (nW)  internal [mW]  switching, mW
sequential                0              0              0
clock                     0              0              0
combinational         0.159         0.0742         0.0471
No activity file was given, so power comes from the tool's default toggle rates.
