### flow/config.mk
export PLATFORM = sky130hd
export DESIGN_NAME = enc_8b_10b
export DESIGN_NICKNAME = enc_8b_10b
export VERILOG_FILES = /design/flow/design.v
export SDC_FILE = /design/flow/constraint.sdc
export NUM_CORES = 4
export LEC_CHECK = 1
export CORE_AREA = 10 10 89 89
export DIE_AREA = 0 0 99 99
### flow/run.sh
#!/bin/bash
# OpenROAD 26Q1-2900-gdf79404cd8, Yosys 0.63+post, stock flow scripts
make -C /OpenROAD-flow-scripts/flow DESIGN_CONFIG=/design/flow/config.mk WORK_HOME=/design/flow/orfs finish
### flow/design.v
module enc_8b_10b #(
    parameter IMPL = 0,           
    parameter OUT_FLOP = 1        
) (
    input  logic        clk,
    input  logic        rst_b,
    input  logic [7:0]  datain_8b,   
    input  logic        kin,         
    input  logic        rdispin,     
    output logic [9:0]  dataout_10b,  
    output logic        rdispout,    
    output logic        k_err        
);
    localparam X_RD_LUT = 32'b11101001100000011000000110010111;
    localparam Y_RD_LUT = 8'b10011001;
    generate
    if (IMPL == 0) begin: impl_lut
        logic [4:0] x;                       
        logic [2:0] y;                       
        logic [5:0] dx_enc_negative;         
        logic [3:0] dy_enc_negative_int;         
        logic [3:0] dy_enc_negative;   
        logic       use_a7;                  
        logic [5:0] dx_enc;                  
        logic [3:0] dy_enc;                  
        logic       rd_after_x;              
        logic       rd_after_y;              
        logic [5:0] kx_enc_rd_minus;         
        logic [3:0] ky_enc_rd_minus;         
        logic [5:0] kx_enc;      
        logic [3:0] ky_enc;      
        logic       kcorrect;
        logic [9:0] enc_10b;
        assign x = datain_8b[4:0];
        assign y = datain_8b[7:5];
        always @* begin
            case(x)
                5'd0 : dx_enc_negative = 6'b100111;
                5'd1 : dx_enc_negative = 6'b011101;
                5'd2 : dx_enc_negative = 6'b101101;
                5'd3 : dx_enc_negative = 6'b110001;
                5'd4 : dx_enc_negative = 6'b110101;
                5'd5 : dx_enc_negative = 6'b101001;
                5'd6 : dx_enc_negative = 6'b011001;
                5'd7 : dx_enc_negative = 6'b111000;
                5'd8 : dx_enc_negative = 6'b111001;
                5'd9 : dx_enc_negative = 6'b100101;
                5'd10: dx_enc_negative = 6'b010101;
                5'd11: dx_enc_negative = 6'b110100;
                5'd12: dx_enc_negative = 6'b001101;
                5'd13: dx_enc_negative = 6'b101100;
                5'd14: dx_enc_negative = 6'b011100;
                5'd15: dx_enc_negative = 6'b010111;
                5'd16: dx_enc_negative = 6'b011011;
                5'd17: dx_enc_negative = 6'b100011;
                5'd18: dx_enc_negative = 6'b010011;
                5'd19: dx_enc_negative = 6'b110010;
                5'd20: dx_enc_negative = 6'b001011;
                5'd21: dx_enc_negative = 6'b101010;
                5'd22: dx_enc_negative = 6'b011010;
                5'd23: dx_enc_negative = 6'b111010;
                5'd24: dx_enc_negative = 6'b110011;
                5'd25: dx_enc_negative = 6'b100110;
                5'd26: dx_enc_negative = 6'b010110;
                5'd27: dx_enc_negative = 6'b110110;
                5'd28: dx_enc_negative = 6'b001110;
                5'd29: dx_enc_negative = 6'b101110;
                5'd30: dx_enc_negative = 6'b011110;
                5'd31: dx_enc_negative = 6'b101011;
            endcase
        end
        assign dx_enc = (X_RD_LUT[x] && rdispin) ? ~dx_enc_negative : dx_enc_negative;
        assign rd_after_x = (X_RD_LUT[x] && (x != 7)) ? ~rdispin : rdispin;
        always @* begin
            case(y)
                3'd0: dy_enc_negative_int = 4'b1011;
                3'd1: dy_enc_negative_int = 4'b1001;
                3'd2: dy_enc_negative_int = 4'b0101;
                3'd3: dy_enc_negative_int = 4'b1100;
                3'd4: dy_enc_negative_int = 4'b1101;
                3'd5: dy_enc_negative_int = 4'b1010;
                3'd6: dy_enc_negative_int = 4'b0110;
                3'd7: dy_enc_negative_int = 4'b1110;     
            endcase
        end
        assign use_a7 = (y == 3'd7) & (
                            (~rdispin & ((x == 5'd17) | (x == 5'd18) | (x == 5'd20))) |
                            ( rdispin & ((x == 5'd11) | (x == 5'd13) | (x == 5'd14)))
                        );
        assign dy_enc_negative = use_a7 ? 4'b0111 : dy_enc_negative_int;
        assign dy_enc = (Y_RD_LUT[y] && rd_after_x) ? ~dy_enc_negative : dy_enc_negative;
        assign rd_after_y = (Y_RD_LUT[y] && (y != 3)) ? ~rd_after_x : rd_after_x;
        assign kcorrect = kin & (
                                    (x == 5'd28) |
                                    ((y == 3'd7) & ((x != 6'd23) | (x != 6'd27) | (x != 6'd29) | (x != 6'd30)))
                                );
        always @(*) begin
            case(x)
                5'd23: kx_enc_rd_minus = 6'b111010;
                5'd27: kx_enc_rd_minus = 6'b110110;
                5'd28: kx_enc_rd_minus = 6'b001111;
                5'd29: kx_enc_rd_minus = 6'b101110;
                5'd30: kx_enc_rd_minus = 6'b011110;
                default: kx_enc_rd_minus = 6'b0;
            endcase
            case(y)
                3'd0: ky_enc_rd_minus = 4'b0100;
                3'd1: ky_enc_rd_minus = 4'b1001;
                3'd2: ky_enc_rd_minus = 4'b0101;
                3'd3: ky_enc_rd_minus = 4'b0011;
                3'd4: ky_enc_rd_minus = 4'b0010;
                3'd5: ky_enc_rd_minus = 4'b1010;
                3'd6: ky_enc_rd_minus = 4'b0110;
                3'd7: ky_enc_rd_minus = 4'b1000;
            endcase
        end
        assign kx_enc = rdispin ? ~kx_enc_rd_minus : kx_enc_rd_minus;
        assign ky_enc = rdispin ? ~ky_enc_rd_minus : ky_enc_rd_minus;
        assign enc_10b = (kin && kcorrect) ? {kx_enc, ky_enc} : {dx_enc, dy_enc};
        if (OUT_FLOP) begin: out_flop
            always @(posedge clk or negedge rst_b) begin
                if (!rst_b) begin
                    dataout_10b <= 10'd0;
                    rdispout <= 1'b0;        
                    k_err <= 1'b0;
                end
                else begin
                    dataout_10b <= enc_10b;
                    rdispout <= rd_after_y;
                    k_err <= ~kcorrect;
                end
            end
        end: out_flop
        else begin: no_out_flop
            assign dataout_10b = enc_10b;
            assign rdispout = rd_after_y;
            assign k_err = ~kcorrect;
        end: no_out_flop
    end: impl_lut
    endgenerate
endmodule
### flow/constraint.sdc
current_design enc_8b_10b

set clk_period 1.0
set clk_io_pct 0.2

create_clock -name clk0 -period $clk_period [get_ports {clk}]

set non_clock_inputs [all_inputs -no_clocks]
set_input_delay [expr $clk_period * $clk_io_pct] -clock clk0 $non_clock_inputs
set_output_delay [expr $clk_period * $clk_io_pct] -clock clk0 [all_outputs]
==> summary.txt <==
impl run done, here's what came out: chip width between 90 and 100 µm, detailed-placement wirelength estimate about 2600 µm, worst hold margin around 270 ps, top cells, area dfrtp_1 20%, ha_1 13%, xnor2_1 7.8%, cell area after synthesis 1470 µm², initial drt markers 39, Final ANT Viol Nets 0, Max-area cell share about a fifth, cell type with the largest total area dfrtp_1, CP Max Fanout 5, CTS tree done, yosys stat area 1470 µm², largest net degree at the start of global routing 15, GRT Util Overall 7.12%, Worst VDD drop approximately 650 µV, Synth Instances 180, comb area leader AND-OR/OR-AND gates, top cells by count, synth 21 x nor2_1, 15 x ha_1, 15 x o21ai_0, first-pass GRT wire length between 6000 and 7000 µm, final hold violation count 0, cycle use final 175%, FMAX between 500 and 600 MHz, number of flops mapped to enable cells by yosys 0, Yosys top cell by instances nor2_1, RSZ-0062 raised after global routing true, initial antenna violation count 0, Synth Seq Share between 20 and 25%, Startpoint Class input pin, drt wl/cell 11.6 µm, Netlist cell types 41, number of global-route vias before repair between 1k and 1.5k, H-tree depth 1, Init Core Util between 20 and 25%, vias per cell ~4.5, Ys Warns 1, Num CTS Buffers 3, main flop type dfrtp_1, Log Warnings around 41, Synth flops 12, failing checks negative setup slack, max cap viols 0, worst path required time ~1100 ps, IO Pins 24, min Tclk post-route ~1700 ps, Avg Cell Area, Syn 8.14 µm², Pins Over Slew Limit 0, # Cells Yosys ~180, buffers added on ports 23, Post-Synth Adder-Cell Area approximately an eighth, area grow syn2layout 74.3%, worst path arrival time between 1500 and 2000 ps, Clk pin slew, worst setup/hold paths 50 ps, total gr overflow 0, core area around 6000 µm², num rows 28, placed inst area 2080 µm², worst slew pin tran between 300 and 400 ps, RD Place Congestion 0.858, final instance area ~2600 µm², Synth async-reset ratio 100%, worst min-delay path class input pin to asynchronous set/reset pin, Slew headroom 79.6%, Ant. Diodes 0, yosys simple share about 17%, layout cells sized above 1 a little over two fifths, clock sink count 12, Die ar. between 9000 and 10000 µm², filler instances around 540, DRC viols 0, Compound Share, Synth 23.6%, Vias roughly 1.5k, Finish-stage setup viols 12, Die Ht around 100 µm, Worst setup EP type flip-flop, CTS Buffer Depth 2, drt first pass iters 4, pwr/cell area around 810 nW/µm², WL final around 3800 µm, mux frac, synth between 7 and 8%, Final WS setup -748 ps, status finished with violations, cts hold-fix bufs 0, XOR/XNOR Fraction of Synth Area 11.9%, Pleak 1.09 nW, Final Util a little over two fifths, CP Class input pin to flip-flop, Root Driver clkbuf_8
## placed cells by master, fill, tap and decap left out, drive strengths merged, types with 2 or more instances in the layout
cell type	Yosys	layout
nor3	3	3
clkdlybuf4s50	0	3
xor2	6	7
clkinvlp	0	2
o31ai	2	2
mux4	2	2
o21ai	16	16
or3	4	4
mux2i	6	6
clkbuf	6	8
a21oi	15	15
clkdlybuf4s15	0	11
a31o	3	3
inv	8	6
ha	15	15
xnor2	13	13
a31oi	2	2
nor2	21	21
a21boi	4	4
nand2	13	14
o221ai	2	2
dfrtp	12	12
nand2b	7	7
buf	7	64
## cell families after synthesis
| logic type | Yosys count |
|---|---|
| AOI/OAI and AO/OA | 51 |
| and+or+nand+nor | 53 |
| DFF | 12 |
| buffers and inverters | 21 |
| muxes | 9 |
| adders and majority gates | 15 |
| xor gates and xnor gates | 19 |
## repair_timing
item                                    CTS  global route
pin swaps                                34            11
endpoints found under the hold margin     0             0
cloned                                    2             1
resized                                  92            23
endpoints found under the setup margin   24            13
setup buffers                            10             9
## path summary, 6_finish.rpt
check / startpoint / to / slack (ps) / cells after the start
hold / removal: rst_b / k_err / 270 / 2
min in group clk0: datain_8b[5] / rdispout / 510 / 4
max in group asynchronous: rst_b / dataout_10b[6] / 590 / 2
setup / recovery: datain_8b[0] / dataout_10b[0] / -750 / 9
## layer usage
layer  share of wire (%)  wire, µm  vias to the layer above  global-route usage (%)
met2                  45      1720                       23                    10.8
met5                   0         0                        -                       0
met3                 6.2       237                        2                    1.90
met1                  49      1860                      678                    10.1
met4                0.31        12                        0                    1.10
li1                    -         -                      771                       -
## critical path: stages
cell	delay, ps
buf_8	100
buf_6	120
ha_4	160
o211ai_1	260
a21oi_2	100
a211oi_4	220
xor2_2	130
or3_1	350
a31o_1	220
## registers in the layout, summed over array words and instances (netlist names)
name         flops
dataout_10b     10
k_err            1
rdispout         1
## per-stage QoR
| step | instances | power [mW] | setup slack (ps) | TNS (ps) |
|---|---|---|---|---|
| after floorplan | 180 | 1.05 | -867 | -7170 |
| after global placement | 307 | 1.48 | -1500 | -15250 |
| after detailed placement | 307 | 1.49 | -1570 | -15660 |
| after CTS | 322 | 2.01 | -736 | -6450 |
| after global routing | 331 | 2.24 | -843 | -7690 |
| final | 331 | 2.08 | -748 | -6650 |
## report_power, final
group          total (mW)  internal, mW  switching [mW]
Combinational        1.08         0.623           0.452
Sequential          0.593         0.574          0.0191
Clock               0.408         0.263           0.146
Total                2.08          1.46           0.617
## layout make-up
type / instances / area [µm²] / share of cell area [%]
repair buffers: 84 / 786 / 30.8
well taps: 75 / 93.8 / 3.67
flip-flops and latches: 12 / 300 / 11.8
inverters: 8 / 37.5 / 1.47
clock buffers: 3 / 41.3 / 1.62
multi-input cells: 149 / 1290 / 50.7
No activity file was given, so power comes from the tool's default toggle rates.
